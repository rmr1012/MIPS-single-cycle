==> design/flow/design.v <==
module Control(
	input[5:0]	ins_H,ins_L,
	output logic RegDst,RegWrite,ALUSrc,MemWrite,MemRead,MemToReg,PCSrc,Branch,
	output logic [2:0]outOp
);
logic [1:0] ALUOp;
always_comb begin
	case(ins_H)
		6'b001000: begin RegDst=0; ALUSrc=1; MemToReg=0; RegWrite=1; MemRead=0; MemWrite=0; Branch=0; PCSrc=0; ALUOp=2'b00;end  
		6'b000000: begin RegDst=1; ALUSrc=0; MemToReg=0; RegWrite=1; MemRead=0; MemWrite=0; Branch=0; PCSrc=0; ALUOp=2'b10;end  
		6'b100011: begin RegDst=0; ALUSrc=1; MemToReg=1; RegWrite=1; MemRead=1; MemWrite=0; Branch=0; PCSrc=0; ALUOp=2'b00;end  
		6'b101011: begin RegDst=0; ALUSrc=1; MemToReg=0; RegWrite=0; MemRead=0; MemWrite=1; Branch=0; PCSrc=0; ALUOp=2'b00;end  
		6'b000100: begin RegDst=0; ALUSrc=0; MemToReg=0; RegWrite=0; MemRead=0; MemWrite=0; Branch=1; PCSrc=0; ALUOp=2'b01;end  
		6'b000010: begin RegDst=0; ALUSrc=0; MemToReg=0; RegWrite=0; MemRead=0; MemWrite=0; Branch=0; PCSrc=1; ALUOp=2'b01;end  
		default:   begin RegDst=0; ALUSrc=0; MemToReg=0; RegWrite=1; MemRead=0; MemWrite=0; Branch=0; PCSrc=0; ALUOp=2'b00;end  
	endcase
	if 	(ALUOp==2'b00) begin outOp=3'b010; end  
	else if (ALUOp==2'b01) begin outOp=3'b110; end  
	else if (ALUOp[1] && ins_L==6'b100000) begin outOp=3'b010; end  
	else if (ALUOp[1] && ins_L==6'b100010) begin outOp=3'b110; end  
	else if (ALUOp[1] && ins_L==6'b100100) begin outOp=3'b000; end  
	else if (ALUOp[1] && ins_L==6'b100101) begin outOp=3'b001; end  
	else if (ALUOp[1] && ins_L==6'b101010) begin outOp=3'b111; end  
	else begin outOp=3'b011; end  
end
endmodule
==> design/flow/run.sh <==
#!/bin/bash
# OpenROAD 26Q1-2900-gdf79404cd8, Yosys 0.63+post, stock flow scripts
make -C /OpenROAD-flow-scripts/flow DESIGN_CONFIG=/design/flow/config.mk WORK_HOME=/design/flow/orfs finish
==> design/flow/config.mk <==
export PLATFORM = sky130hd
export DESIGN_NAME = Control
export DESIGN_NICKNAME = Control
export VERILOG_FILES = /design/flow/design.v
export SDC_FILE = /design/flow/constraint.sdc
export NUM_CORES = 4
export LEC_CHECK = 1
export CORE_AREA = 10 10 70 70
export DIE_AREA = 0 0 80 80
==> design/flow/constraint.sdc <==
current_design Control

set clk_period 1.8
set clk_io_pct 0.2

create_clock -name clk0 -period $clk_period

set non_clock_inputs [all_inputs -no_clocks]
set_input_delay [expr $clk_period * $clk_io_pct] -clock clk0 $non_clock_inputs
set_output_delay [expr $clk_period * $clk_io_pct] -clock clk0 [all_outputs]
==> flow_results.org <==
* Flow results

** Floorplanning
- Vert. Die Dim :: 80 um
- Pin placement for this block handled 23 I/O pins.
- Die width :: 80 um
- After floorplanning, the die was sized to cover 6400 um^2.
- Area of the core :: 3416 um^2
- FP Util :: 4.762%
- Row generation in the floorplan step produced 21 rows.

** Route
- Vias :: 282
- Antenna viol nets, final :: 0
- Detailed-route iteration 0 reported a violation count of 9.
- Summed over all layers, the routed wires come to 1.006 mm.
- The routed design shows a wire length per standard cell of 10.70 um.
- Routed via count divided by cell count :: 3.000
- The repair_antennas step left the layout with diodes totalling 0.
- According to the report, the first pass of detailed routing completed in 2 iterations.
- Number of remaining DRC errors :: 0

** STA
- Endpoints failing hold :: 0
- Per the final report, max-transition violations number 0.
- Worst Max-Slew Pin Slew :: 0.1987 ns
- Setup slack on the critical path of the routed design comes to 0.04979 ns.
- Subtracting the final worst setup slack from the clock period gives 1.750 ns.
- Setup violation total in the final timing report :: 0
- Headroom to the max-slew limit came out at 86.65%.
- The worst path uses 97.23% of the clock period.
- The highest clock rate this design can be run at is 0.5714 GHz.
- RSZ-0062 raised after global routing :: no
- Summed over all failing endpoints, the final setup total negative slack is 0 ns.

** Yosys
- Cell taking the most area after synthesis :: nor4b_1
- The synthesized netlist has a Yosys-reported chip area of 162.7 um^2.
- Commonest cells in the synthesized netlist :: nor3_1 (3), nor2_1 (2), nor3b_1 (2), nor4b_1 (2)
- Area fraction of the dominant cell type after synthesis :: 10.77%
- The synthesis report lists the most area-consuming cells as nor4b_1 (11%), nor3_1 (9.2%), nor3b_1 (9.2%).
- For this run the top cell type by instance count after synthesis was nor3_1.
- Gate count after technology mapping :: 21
- Cell count in the Yosys report :: 21
- Synthesis Warnings :: 1
- Counting distinct cell types in the post-synthesis netlist gives 16.
- Post-synth seq share :: 0%
- Dividing the synthesized area by the synthesized cell count gives 7.746 um^2.
- Mapped cell area :: 162.7 um^2

** Power and ir drop
- The script computed the net switching share of total power as 43.19%.
- Looking at the VDD voltage map, the peak drop is 49.72 uV.
- The share of total power dissipated in sequential elements is 0%.
- Cell internal power was estimated by the tool at 0.02956 mW.
- Summing internal, switching and leakage power gives 0.05204 mW.
- Clock Power Share :: 0%
- Static leakage power :: 0.2324 nW
- The power report puts the net switching power at 0.02248 mW.
- Combinational Power Share :: 100.0%
- PD cells :: 107.5 nW/um^2

** Worst hold path
- Class of the tightest hold or removal check :: in -> out
- Min-Delay Startpoint :: ins_H[4]
- The endpoint of the worst hold path is reported as ALUSrc.
- WHS Path Cells :: 3

** Global routing
- The global routing report lists combined usage of all routing layers as 3.025%.
- Largest net degree at the start of global routing :: 6
- Global-route wire length before repair :: 1.573 mm
- The number of global-route vias before repair is 287.
- GRT overflow :: 0
- The initial antenna violation count was 0.

** Critical path
- In the setup report, the worst path falls into the class in -> out.
- STA classifies the critical path startpoint as a primary input.
- Maximum fanout encountered on the critical timing path :: 3
- Data required time of the critical path :: 1.44 ns
- Critical path data arrival time :: 1.39 ns
- Category of the worst setup path capture point :: output pin

** Run status
- The run finished with clean final reports.

** Placement
- DP Wirelength :: 854.4 um
- The post-placement cell area is 465.4 um^2.
- Port Buffer Count :: 23
- Post-placement cell count :: 92
- Setup slack after placement :: -0.5710 ns
- The final weighted congestion recorded by global placement is 0.7783.

** Final layout
- Layout cell share with drive strength beyond 1 :: 47.92%
- Final std cell area, no fill :: 484.2 um^2
- Leaving out buffers and inverters, the combinational logic in the layout accounts for 191.4 um^2.
- Flop count :: 0
- In the final layout, the fill cell count is 403.
- In the final layout, the clock buffer count is 0.
- Area growth, synth to finish :: 197.7%
- Non-filler cells in the finished layout :: 94
- Area taken by flip-flops and latches :: 0 um^2

** Flow run
- In this run the maximum-capacitance check reported violations numbering 0.
- Tally of OpenROAD warnings :: 33
==> per-stage QoR <==
step           hold WS [ns]  utilization (%)
2_1_floorplan        0.7363                -
3_3_place_gp          1.690            13.63
3_5_place_dp          1.706            13.63
4_1_cts               1.119            13.92
5_1_grt               1.150            14.18
6_report              1.109            14.18
==> cells by family after synthesis <==
| family | after synthesis | share of synthesized area, % |
|---|---|---|
| compound gates | 4 | 20.00 |
| simple gates | 16 | 75.38 |
| buf+inv | 1 | 4.617 |
==> power groups by stage <==
stage | Clock [mW] | Sequential [mW] | Combinational, mW
5_1_grt | 0 | 0 | 0.0574
6_report | 0 | 0 | 0.0520
4_1_cts | 0 | 0 | 0.0523
==> area by class of cell <==
cell class         count  area share, %
repair buffers        28          48.58
multi-input cells     20          39.53
well taps             46          11.89
==> critical path, stage by stage <==
cell	delay [ns]
dlygate4sd2_1	0.25
nor2_1	0.13
and4b_4	0.25
buf_4	0.11
nor3_1	0.04
dlygate4sd2_1	0.24
==> worst max-delay path by stage <==
stage	startpoint	end	slack [ns]	depth (start not counted)
final	ins_H[2]	RegWrite	0.05	6
after CTS	ins_H[4]	outOp[1]	-0.004	5
after global routing	ins_H[2]	RegWrite	0.006	6
==> cell usage in the layout (no fill, tap or decap), types with 2 or more instances in the layout <==
master | netlist | routed
dlygate4sd2_1 | 0 | 14
buf_4 | 1 | 6
buf_2 | 0 | 3
nor2_1 | 2 | 2
nor4b_2 | 0 | 2
nor3b_2 | 0 | 2
nor3_1 | 3 | 2
dlymetal6s2s_1 | 0 | 2
==> repair_timing <==
action                                  in CTS  in global routing
pin swaps                                    7                  2
gates resized                               47                  4
buffers inserted                             2                  1
endpoints found under the setup margin      11                  3
gates cloned                                 0                  0
hold buffers                                 0                  0
==> metal layers <==
metal	track usage (%)	vias to the layer above	wire length, um
li1	-	142	-
met1	4.878	121	555
met2	3.612	19	303
met3	1.364	0	147
met4	0	0	0
met5	0	-	0
No activity file was given, so power comes from the tool's default toggle rates.
