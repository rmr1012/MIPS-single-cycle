==> design.v <==
module ALU (a,b,op,c,zero);
	input [31:0] a;
	input [31:0] b;
	input [2:0] op;
	output logic [31:0] c;
	output logic zero;
always_comb begin
	case(op)
	3'b010: c = a + b;
	3'b110: c = a + (~b + 1'b1);
	3'b000: c = {1'bx,(a&b)};   
	3'b001: c = {1'bx,(a|b)};   
	3'b111: c = (a<b) ? 1 : 0;   
	default: c = 0;  
	endcase
	zero = (c == 0) ? 1 : 0;  
end
endmodule
==> run.sh <==
#!/bin/bash
# OpenROAD 26Q1-2900-gdf79404cd8, Yosys 0.63+post, stock flow scripts
make -C /OpenROAD-flow-scripts/flow DESIGN_CONFIG=/design/flow/config.mk WORK_HOME=/design/flow/orfs finish
==> config.mk <==
export PLATFORM = sky130hd
export DESIGN_NAME = ALU
export DESIGN_NICKNAME = ALU
export VERILOG_FILES = /design/flow/design.v
export SDC_FILE = /design/flow/constraint.sdc
export NUM_CORES = 4
export LEC_CHECK = 1
export CORE_UTILIZATION = 40
==> constraint.sdc <==
current_design ALU

set clk_period 23.9
set clk_io_pct 0.2

create_clock -name clk0 -period $clk_period

set non_clock_inputs [all_inputs -no_clocks]
set_input_delay [expr $clk_period * $clk_io_pct] -clock clk0 $non_clock_inputs
set_output_delay [expr $clk_period * $clk_io_pct] -clock clk0 [all_outputs]
==> flow_summary.ini <==
; flow metrics
[run_status]
status = completed

[cells_and_area]
area_growth_pct = 21.03
design.seq.count = 0
clockBufferCount = 0
regArea_um2 = 0
final_layout_size_suffix_gt1_share_pct = 3.933

[final_timing]
holdWs_ns = 10.76
setup_viol = 0
max_clock_freq_mhz = 69.29
finalMaxSlewViolations = 0
rsz0062_at_grt = false
tightestPinTransition_ns = 0.9752
slew_headroom_pct = 34.75
final.min_clock_period_ns = 14.43
post-route-period-util_pct = 60.39
final_hold_viol_count = 0
finalSetupTns_ns = 0

[critical_path]
cp_num_buf_inv = 3
worstPathArrival_ns = 9.65
timing.critical_path.mode_cell = clkdlybuf4s50_1
cp.required_ns = 19.12
worstSetupEndpointType = output pin
startpoint_type = primary input
critical_path.top_delay_family = simple AND/OR/NAND/NOR gates
cp_slowest_cell = clkdlybuf4s50_1
crit_chain = clkdlybuf4s50_1 -> nand2b_1 -> buf_4 -> nor2_1 -> a221oi_1 -> o21ai_1 -> a221o_1 -> or4_1 -> nor4_1 -> nand4b_1 -> nor4b_2 -> nand4_1 -> nor3_2 -> clkdlybuf4s50_1
cp_max_fo = 20
slowest_delay_ns = 0.92
crit_type = primary input to output pin

[yosys]
synth.distinct_cells = 86
yosysChipArea_um2 = 5171
synthCells = 775
synth_area_um2 = 5171
yosysWarnings = 1
avgSynthCellArea_um2 = 6.673
synth_seq_share_pct = 0
yosys_cells = 775

[routing]
vias = 5970
ant_nets = 0
drcViolationCount = 0
antennaDiodeCount = 0
routedWlPerCell_um = 19.11
drtIter0Drc = 588
drt_wl_total_um = 19320
drtPass1Iterations = 5
vias_per_cell = 5.905

[min_path]
hp-class = primary input to output pin
holdCritStartpoint = b[27]
hold_depth = 5
min_to = c[27]

[floorplanning]
die_area_um2 = 13390
initCoreUtil_pct = 40.98
rows = 41
die_h_um = 115.7
io_pins = 100
die_x_um = 115.7
core-area_um2 = 12620

[placement]
io_buffers = 100
place.gp.congestion = 1.009
dp_hpwl_um = 15430

[clock_network]
postCtsSetupBuffers = 0
ctsResizeCount = 0
holdBufCountCts = 0

[pwr]
ir_worst_vdd_mv = 0.009252
p_leak_nw = 2.830
power_uw = 151.4
powerDensity_nw_per_um2 = 24.19

[global_route]
grt_overflow = 0
grt_max_degree = 42
antenna_found_initial = 0
grt_pass1_vias = 5431
grt_pass1_wl_um = 29700
track_usage_pct = 29.03

[flow_run]
cap_violations = 0
warning_count = 100
[cell type report]
class / count / area, um^2
well taps: 172 / 215.2
multi-input cells: 636 / 4633
fillers: 1290 / 6361
repair buffers: 106 / 1046
inverters: 97 / 364.1
[cells in the final DEF (no fill, tap or decap), drive strengths merged, types with 6 or more instances in the layout]
| master | n |
|---|---|
| or3 | 6 |
| or2 | 8 |
| nor3 | 14 |
| o31ai | 13 |
| o22ai | 6 |
| nor4 | 16 |
| a31oi | 8 |
| a21oi | 68 |
| o21a | 7 |
| clkdlybuf4s50 | 100 |
| inv | 97 |
| a211oi | 15 |
| nand3 | 28 |
| ha | 100 |
| mux2i | 10 |
| nor2 | 65 |
| nor2b | 11 |
| nand2b | 7 |
| o221ai | 13 |
| o21ai | 50 |
| nand4 | 13 |
| buf | 6 |
| xnor2 | 15 |
| a21o | 18 |
| nand2 | 55 |
| o211ai | 9 |
[per-stage QoR]
| step | std cells | util, % | setup WS, ns | cell area, um^2 |
|---|---|---|---|---|
| after floorplan | 775 | - | 11.56 | 5171 |
| after global placement | 1011 | 49.59 | 9.541 | 6259 |
| after detailed placement | 1011 | 49.59 | 9.581 | 6259 |
| after CTS | 1011 | 49.59 | 9.576 | 6259 |
| after global routing | 1011 | 49.59 | 9.256 | 6259 |
| final | 1011 | 49.59 | 9.468 | 6259 |
[routing by layer]
metal	share of wire (%)	up-vias	GRT usage, %
met2	45	238	47.50
met1	48	2780	43.27
met5	0	-	0
li1	-	2933	-
met3	6.4	19	1.865
met4	1.1	0	3.162
[how the worst max path moves through the flow]
stage | start | to | slack, ns | cells past startpoint
global route | op[0] | zero | 9.26 | 14
CTS | op[0] | zero | 9.58 | 14
finish | op[0] | zero | 9.47 | 14
[logic make-up (layout without fill, tap and decap cells)]
| kind of cell | Yosys count | count (layout) | share of synthesized area [%] |
|---|---|---|---|
| and+or+nand+nor | 242 | 242 | 23.30 |
| AOI/OAI and AO/OA | 261 | 261 | 35.59 |
| muxes | 12 | 12 | 2.371 |
| adders and majority gates | 102 | 102 | 24.97 |
| xor gates and xnor gates | 19 | 19 | 3.218 |
| buffers and inverters | 139 | 203 | 10.55 |
[cell usage after synthesis, types with 3 or more instances]
cell,instances,area (um^2)
a221oi_1,3,26.28
o211ai_1,9,67.56
or4_1,3,22.52
nand4_1,13,81.33
o21a_1,7,52.55
nor3_1,13,65.06
o221ai_1,13,113.9
nand3_1,27,135.1
o21ai_0,47,235.2
nor2_1,65,244.0
or2_1,3,18.77
o22ai_1,6,37.54
xor2_1,4,35.03
a2111oi_0,4,35.03
o21bai_1,4,30.03
o2111ai_1,5,43.79
o21ai_1,3,15.01
or2_2,3,18.77
ha_1,100,1251
a2111o_1,3,33.78
a31oi_1,7,43.79
and3_1,4,25.02
a21oi_1,67,335.3
buf_2,7,35.03
nand2b_1,7,43.79
nor4_1,15,93.84
and2_1,4,25.02
a211oi_1,13,97.59
mux2i_1,10,100.1
clkbuf_1,30,112.6
or3_1,6,37.54
inv_1,96,360.4
nand2_1,55,206.5
a221o_1,5,50.05
a21o_1,18,135.1
nor2b_1,10,62.56
o31ai_1,12,90.09
xnor2_1,15,131.4
[power breakdown]
group	internal [mW]	switching [mW]
Sequential	0	0
Clock	0	0
Combinational	0.0649	0.0865
